==> ./design.v <==
package uart_rx_pkg;
    typedef enum logic [2:0] {
        IDEL,
        START,
        DATA,
        STOP,
        ERROR} rx_states_e;
endpackage
package uart_tx_pkg;
    typedef enum logic [1:0] {
        IDEL,
        START,
        SEND,
        STOP
    } tx_states_e;
endpackage
import uart_rx_pkg::*;
module uart_rx
    #(parameter	
        CLK_FREQ   = 100_000_000,
        BAUD_RATE  = 115200,
        DATA_WIDTH = 8
   )( 
        input  logic                    clk, rst_n,
	    input  logic                    data_i,
        output logic  [DATA_WIDTH-1:0]  data_o
	);
	rx_states_e state;
	rx_states_e next;
    logic [1:0]	data_i_fall_detect;
    always_ff @(posedge clk or negedge rst_n) begin 
        if (!rst_n)    data_i_fall_detect <= 2'b00; 
        else           data_i_fall_detect <= {data_i_fall_detect[0], data_i};
    end
    localparam int BAUD_COUNTER_MAX = CLK_FREQ/BAUD_RATE; 
    localparam int HALF_BAUD_COUNTER_MAX = BAUD_COUNTER_MAX/2; 
    localparam int BAUD_COUNTER_SZIE = $clog2(BAUD_COUNTER_MAX);
    logic  [BAUD_COUNTER_SZIE-1:0]  baud_counter;
    logic   baud_counter_done;;
    logic   state_change; 
    assign state_change = (state != next);
    assign baud_counter_done = (baud_counter == (BAUD_COUNTER_MAX-1));
    always_ff @(posedge clk or negedge rst_n) begin 
        if (!rst_n)                 baud_counter <= {BAUD_COUNTER_SZIE{1'b0}};
        else begin
            if (baud_counter_done || state_change)  baud_counter <= {BAUD_COUNTER_SZIE{1'b0}};
            else                                    baud_counter <= baud_counter + 1'd1;
        end
    end
    localparam int DATA_COUNTER_MAX  = DATA_WIDTH+1;  
    localparam int DATA_COUNTER_SIZE = $clog2(DATA_COUNTER_MAX);
    logic  [DATA_COUNTER_SIZE-1:0]  data_counter;
    logic                           data_done;
    assign data_done = (data_counter == DATA_COUNTER_MAX-1); 
    always_ff @(posedge clk or negedge rst_n) begin
        if (!rst_n)  data_counter <= {DATA_COUNTER_SIZE{1'b0}};
        else begin 
            if      (data_done || state_change)     data_counter <= {DATA_COUNTER_SIZE{1'b0}};
            else if (baud_counter_done)                     data_counter <= data_counter + 1'b1;
        end
    end
    localparam int RX_REGISTER_WIDTH = DATA_WIDTH;
    logic  [RX_REGISTER_WIDTH-1:0]  rx_shift_reg;
    logic 	start_data_receive;
    logic   start_done;
    logic   start_error;
    logic   stop_done;
    logic   stop_error;
    assign start_data_receive = (data_i_fall_detect[1] && !data_i_fall_detect[0]);
    assign  start_done = ((baud_counter == HALF_BAUD_COUNTER_MAX-1) && !data_i);
    assign  start_error = ((baud_counter == HALF_BAUD_COUNTER_MAX-1) && data_i);
    assign  stop_done = ((baud_counter == BAUD_COUNTER_MAX-1) && data_i);
    assign  stop_error = ((baud_counter == BAUD_COUNTER_MAX-1) && !data_i);
    always_ff @(posedge clk or negedge rst_n) begin 
        if (!rst_n)    state <= IDEL;
        else           state <= next;
    end
    always_comb begin 
        case (state)
            IDEL        :   if      (start_data_receive)    next = START;
                            else                            next = IDEL;
            START       :   if      (start_done)            next = DATA;
                            else if (start_error)           next = ERROR;
                            else                            next = START;
            DATA        :   if      (data_done)             next = STOP;
                            else                            next = DATA;
            STOP        :   if      (stop_done)             next = IDEL;
                            else if (stop_error)            next = ERROR;
                            else                            next = IDEL;
            default     :                                   next = ERROR;            
        endcase 
    end
    always_ff @(posedge clk or negedge rst_n) begin
        if  (!rst_n)    rx_shift_reg <= {DATA_WIDTH{1'b0}};
        else begin
            rx_shift_reg <= rx_shift_reg;
            case (next)
            DATA        :   if (baud_counter_done)  rx_shift_reg <= {data_i, rx_shift_reg[(DATA_WIDTH-1):1]};  
            ERROR       :   rx_shift_reg <= {DATA_WIDTH{1'b1}};
            endcase
        end   
    end    
    assign data_o = (state == IDEL) ? rx_shift_reg : {DATA_WIDTH{1'b0}};  
endmodule
==> ./run.sh <==
#!/bin/bash
# OpenROAD 26Q1-2900-gdf79404cd8, Yosys 0.63+post, stock flow scripts
make -C /OpenROAD-flow-scripts/flow DESIGN_CONFIG=/design/flow/config.mk WORK_HOME=/design/flow/orfs finish
==> ./config.mk <==
export PLATFORM = sky130hd
export DESIGN_NAME = uart_rx
export DESIGN_NICKNAME = uart_rx
export VERILOG_FILES = /design/flow/design.v
export SDC_FILE = /design/flow/constraint.sdc
export NUM_CORES = 4
export LEC_CHECK = 1
export CORE_AREA = 10 10 98 98
export DIE_AREA = 0 0 108 108
export SYNTH_HDL_FRONTEND = slang
==> ./constraint.sdc <==
current_design uart_rx

set clk_period 4.2
set clk_io_pct 0.2

create_clock -name clk0 -period $clk_period [get_ports {clk}]

set non_clock_inputs [all_inputs -no_clocks]
set_input_delay [expr $clk_period * $clk_io_pct] -clock clk0 $non_clock_inputs
set_output_delay [expr $clk_period * $clk_io_pct] -clock clk0 [all_outputs]
==> deck_impl_summary.md <==
Synthesis and Place & Route Summary

Run status
  • Outcome: completed

Final timing
  • Number of hold violations in the final report: 0
  • Final setup violation count: 0
  • Number of max-slew violations in the final report: 0
  • Remaining max-slew budget at the tightest pin: 40.3%
  • Setup repair after global routing missed its margin: false
  • Highest Clock Rate: 0.339 GHz
  • Post-Route Setup TNS: 0 ns
  • Tcrit/Tclk final: 70.3%
  • Final-layout worst hold slack: 0.391 ns
  • Final setup skew: 0.00542 ns
  • Tmin final: 2.95 ns
  • Least-Margin Pin Slew: 0.888 ns

Yosys
  • Count of mapped cells out of synthesis: 139
  • Ys async rst share: 100%
  • Number of enable flip-flop cells: 0
  • Post-synth area from yosys stat: 0.00154 mm^2
  • Total standard cell area after synthesis: 0.00154 mm^2
  • Number of synthesis warnings: 0
  • Most common flop cell mapped by yosys: dfrtp_1
  • Library cells used by synthesis: 40
  • Cell type with the highest aggregate area in the netlist: dfrtp_1
  • Number of flip-flops and latches in the synthesized netlist: 27
  • Top cells by area, synth: dfrtp_1, mux2i_1, nor3_2
  • Synthesized area per cell: 11.1 um^2
  • Ys cells: 139
  • Leading post-synthesis cells by instance count: dfrtp_1, nor3_1, and2_1, mux2i_1, nor3_2
  • Fraction of synthesized cell area taken by the top area cell type: 43.9%
  • Most used standard cell by instance count after synthesis: dfrtp_1
  • Seq share, synth: 43.9%

Clock network
  • TritonCTS clock tree: done
  • Post-CTS repair timing setup buffer count: 0
  • Worst-Skew Late Latency: 0.28 ns
  • Maximum level of the CTS H-tree: 1
  • Num Clock Sinks: 27
  • Clock Tree Root: clkbuf_8
  • Cts-stage hold buffer count: 0
  • Number of buffers created by CTS: 3
  • Number of gates given a new drive strength after cts: 0
  • Clock-pin slew on the worst setup and hold paths: 0.10 ns
  • Clk buf depth: 2

Global route
  • Total gr overflow: 0
  • Aggregate global-route resource usage: 5.31%
  • Maximum number of pins on one net before global-route repair: 28
  • Antenna violations before repair: 0
  • Vias in the first global route: 1056
  • Wire length of the first global-routing pass: 5310 um

Worst setup path
  • Crit path launch type: flop
  • Biggest cell delay along the critical path: 0.53 ns
  • Critical path required time: 3.36 ns
  • Launch point of the worst path: state[0]
  • Critical Path, Cell by Cell: nor3_1 > buf_4 > and2_1 > clkdlybuf4s50_1
  • Cells on worst reg2reg path: 5
  • WS Path Type: reg2out
  • R2R Path Start: baud_counter[0]
  • Critical-path cell with the highest stage delay: nor3_1
  • Biggest fanout along the worst timing path: 8
  • R2R Path End: rx_shift_reg[6]
  • Internal reg-to-reg setup slack: 2.14 ns
  • Worst setup EP type: output port
  • Arr. time, crit path: 2.11 ns

Layout
  • Layout overhead on the synthesized area: 16.7%
  • Proportion of layout cells with a drive suffix above 1: 16.7%
  • Final std cell area, no fill: 0.00180 mm^2
  • Sequential Area: 676 um^2
  • Multi-input gate area in the final layout: 808 um^2
  • Filler Cells Inserted: 802
  • Flip-flop count of the largest register, all copies and words added: 10
  • Cell Count, Final, Fillers Out: 252

Power and ir drop
  • Share of power burned in registers: 56.1%
  • Switching share of power: 28.2%
  • Worst voltage drop across the vdd grid: 0.000218 V
  • P_leak: 0.770 nW
  • Part of the total power dissipated in the clock network: 28.1%
  • Pwr per Cell Area: 309 mW/mm^2
  • Design internal power: 0.000398 W
  • Combinational Power Share: 15.7%
  • Switching power summed over all nets: 0.000156 W

Floorplanning
  • Area inside the core boundary: 0.00765 mm^2
  • Die Outline Area: 0.0117 mm^2
  • Number of top-level design ports: 11
  • Placement row count: 32
  • Die x size: 108 um
  • Die H: 108 um
  • Effective utilization at floorplan: 20.1%

Placed design
  • Final weighted congestion of routability-driven global placement: 0.805
  • # port buffers: 10
  • Area after DPL: 0.00175 mm^2
  • Number of cells after detailed placement: 248
  • Final HPWL DP: 2190 um

Job
  • Number of logged tool warnings: 27
  • Number of violations of the max-capacitance limit: 0

Detailed routing
  • Via density: 4.27
  • First drt pass iteration count: 4
  • Antenna Diode Count: 0
  • Number of design rule violations left after detail routing: 0
  • Starting DRT DRC Count: 46
  • Average detailed-routed wire length per instance: 12.0 um
  • Final ANT Viol Nets: 0
  • DR vias: 1075
  • WL final: 3010 um

Worst hold path
  • End point of the most critical hold path: data_i_fall_detect[1]
  • HP Class: reg2reg
  • Startpoint of the tightest hold check path: data_i_fall_detect[0]
  • Number of cells on the worst hold path: 0
## power by group through the flow
stage,sequential (W),clock [W],combinational [W]
global route,0.000315,0.000175,0.0000997
finish,0.000311,0.000156,0.0000873
CTS,0.000310,0.000163,0.0000895
## cell type report
type	instances	area share (%)
Inverter	5	1.05
Sequential cell	27	37.6
Clock inverter	1	0.488
Tap cell	102	7.11
Clock buffer	3	2.30
Timing Repair Buffer	12	6.41
Multi-Input combinational cell	102	45.0
## metal layers
| metal | global-route usage [%] | wire (um) |
|---|---|---|
| met3 | 1.20 | 121 |
| met5 | 0 | 0 |
| met1 | 7.78 | 1520 |
| met2 | 8.28 | 1370 |
| met4 | 0.191 | 0 |
## logic make-up after synthesis
kind of cell	count (synthesis)	share of synthesized area [%]
AND/OR/NAND/NOR	69	31.1
AND-OR/OR-AND	9	6.02
buffers and inverters	10	3.58
multiplexers	9	5.85
XOR/XNOR	11	6.26
adder cells (fa/ha/maj)	4	3.25
flip-flops	27	43.9
## metrics by stage
stage / worst slack, ns / util (%) / power [W]
after global routing: 1.07 / 23.5 / 0.000590
after global placement: 1.56 / 22.8 / 0.000404
after detailed placement: 1.53 / 22.8 / 0.000404
after floorplan: 2.24 / - / 0.000367
final: 1.25 / 23.5 / 0.000554
after CTS: 1.27 / 23.5 / 0.000563
## cells in the final DEF (no fill, tap or decap), types with 2 or more instances in the layout
cell type        instances
dfrtp_1                 27
nor3_1                  14
clkdlybuf4s50_1         10
and2_1                   9
nor3_2                   9
mux2i_1                  9
xor2_1                   8
inv_1                    5
and3_1                   5
nand3_1                  5
ha_1                     4
nor2_1                   3
xnor2_1                  3
nand4_1                  3
clkbuf_8                 3
and4b_1                  2
and4_1                   2
or2_2                    2
or3b_2                   2
nand2b_1                 2
nand2_1                  2
buf_4                    2
## how the worst max path moves through the flow
stage	endpoint	slack [ns]	cells after the start
CTS	data_o[0]	1.27	4
global route	data_o[0]	1.07	4
finish	data_o[0]	1.25	4
## worst max-delay path, delay by kind of cell (launching register included)
family | cells | cell delay [ns]
buffers and inverters | 2 | 0.70
AND/OR/NAND/NOR | 2 | 0.66
flip-flops | 1 | 0.47
Power is estimated from default activity; no workload was simulated.
