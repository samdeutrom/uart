--- /design/flow/design.v ---
package uart_rx_pkg;
    typedef enum logic [2:0] {
        IDEL,
        START,
        DATA,
        STOP,
        ERROR} rx_states_e;
endpackage
package uart_tx_pkg;
    typedef enum logic [1:0] {
        IDEL,
        START,
        SEND,
        STOP
    } tx_states_e;
endpackage
import uart_tx_pkg::*;
module uart_tx
    #(parameter	
        CLK_FREQ   = 100_000_000,
        BAUD_RATE  = 115200,
        DATA_WIDTH = 8)
        (
        input  logic                    clk, rst_n,
        input  logic                    tx_send_i,
        input  logic  [DATA_WIDTH-1:0]  data_i,
        output logic                    data_o);
	tx_states_e state;
	tx_states_e next;
    localparam int BAUD_COUNTER_MAX = CLK_FREQ/BAUD_RATE; 
    localparam int HALF_BAUD_COUNTER_MAX = BAUD_COUNTER_MAX/2; 
    localparam int BAUD_COUNTER_SZIE = $clog2(BAUD_COUNTER_MAX);
    logic  [BAUD_COUNTER_SZIE-1:0]  baud_counter;
    logic                           baud_counter_done;;
    logic                           baud_clk;
    logic                           baud_clk_0;
    always_ff @(posedge clk or negedge rst_n) begin 
        if (!rst_n)  baud_counter <= '0;
        else begin
            if (baud_counter_done) 	baud_counter <= '0;
            else 			        baud_counter <= baud_counter +'d1;
        end
    end
    always_ff @(posedge clk or negedge rst_n) begin 
        if (!rst_n)  baud_clk <= '0;
        else begin
            if (baud_clk_0)  baud_clk <= '0;
            else 			 baud_clk <= '1;
        end
    end
    assign baud_clk_0 = (baud_counter <= HALF_BAUD_COUNTER_MAX-1);
    assign baud_counter_done = (baud_counter == BAUD_COUNTER_MAX-1);
    localparam int TX_STRETCH_COUNTER = BAUD_COUNTER_MAX + HALF_BAUD_COUNTER_MAX;  
    localparam int TX_STRETCH_SIZE = $clog2(TX_STRETCH_COUNTER);
    logic  [1:0]                  tx_send_buf;
    logic                         tx_send_rise;
    logic  [TX_STRETCH_SIZE-1:0]  tx_send_counter;
    logic                         tx_send_stretch;
    logic                         tx_send_counter_done; 
    always_ff @(posedge clk or negedge rst_n) begin
        if (!rst_n)  tx_send_buf <= '0; 
        else         tx_send_buf <= {tx_send_buf[0], tx_send_i};
    end
    assign tx_send_rise = (tx_send_buf[1] && !tx_send_buf[0]); 
    always_ff @(posedge clk or negedge rst_n) begin
        if (!rst_n)  tx_send_counter <= '0; 
        else begin
            if      (tx_send_counter_done)  tx_send_counter <= '0; 
            else if (tx_send_stretch)       tx_send_counter <= tx_send_counter + 1'd1; 
        end
    end
    assign tx_send_counter_done = (tx_send_counter == TX_STRETCH_COUNTER-1);
    always_ff @(posedge clk or negedge rst_n) begin
        if (!rst_n)  tx_send_stretch <= '0; 
        else begin 
            if      (tx_send_counter_done)  tx_send_stretch <= '0;
            else if (tx_send_rise)          tx_send_stretch <= '1;
        end
    end
    logic  [DATA_WIDTH-1:0]  data_shift_buf;
    logic                    data_set; 
    logic                    data_shift;
    always_ff @(posedge baud_clk or negedge rst_n) begin
        if (!rst_n )  data_shift_buf <= '0;
        else begin
            if      (data_set)    data_shift_buf <= data_i;
            else if (data_shift)  data_shift_buf <= data_shift_buf >> 1'b1; 
        end
    end
    assign data_set = ((state == IDEL) && (next == START)); 
    assign data_shift = (state == SEND);
    localparam DATA_COUNTER_MAX  = DATA_WIDTH;
    localparam DATA_COUNTER_SIZE = $clog2(DATA_COUNTER_MAX);
    logic  [DATA_COUNTER_SIZE-1:0]  data_counter;
    logic							data_done;
    logic                           data_counter_enable;
    logic                           state_change;
    always_ff @(posedge baud_clk or negedge rst_n) begin
        if (!rst_n)  data_counter <= '0;
        else begin
            if      (state_change || data_done)  data_counter <= '0;
            else if (data_counter_enable)        data_counter <= data_counter + 1'b1; 
        end
    end
    assign data_done = (data_counter == DATA_COUNTER_MAX-1);
    assign data_counter_enable = (state == SEND);
    assign state_change = (state != next);
    always_ff @(posedge baud_clk or negedge rst_n) begin 
        if (!rst_n)  state <= IDEL;
        else         state <= next;
    end
    always_comb begin 
        case (state)
            IDEL    :  if (tx_send_stretch)  next = START;
			           else                  next = IDEL;
            START   :                        next = SEND;
            SEND    :  if (data_done)        next = STOP;
			           else                  next = SEND;
            STOP    :	                     next = IDEL;
            default :                        next = IDEL;
        endcase 
    end
    localparam logic TX_IDEL   = 1'b1;
    localparam logic TX_START  = 1'b0; 
    localparam logic TX_STOP   = 1'b1;
    always_ff @(posedge clk or negedge rst_n) begin
        if (!rst_n )    data_o <= '0;
        else begin
            case (state)
                IDEL  : data_o <= TX_IDEL;
                START : data_o <= TX_START;
                SEND  : data_o <= data_shift_buf[0];
                STOP  : data_o <= TX_STOP;
            endcase
        end	
    end
endmodule
--- /design/flow/run.sh ---
#!/bin/bash
# OpenROAD 26Q1-2900-gdf79404cd8, Yosys 0.63+post, stock flow scripts
make -C /OpenROAD-flow-scripts/flow DESIGN_CONFIG=/design/flow/config.mk WORK_HOME=/design/flow/orfs finish
--- /design/flow/config.mk ---
export PLATFORM = sky130hd
export DESIGN_NAME = uart_tx
export DESIGN_NICKNAME = uart_tx
export VERILOG_FILES = /design/flow/design.v
export SDC_FILE = /design/flow/constraint.sdc
export NUM_CORES = 4
export LEC_CHECK = 1
export CORE_UTILIZATION = 30
export SYNTH_HDL_FRONTEND = slang
--- /design/flow/constraint.sdc ---
current_design uart_tx

set clk_period 3.9
set clk_io_pct 0.2

create_clock -name clk0 -period $clk_period [get_ports {clk}]

set non_clock_inputs [all_inputs -no_clocks]
set_input_delay [expr $clk_period * $clk_io_pct] -clock clk0 $non_clock_inputs
set_output_delay [expr $clk_period * $clk_io_pct] -clock clk0 [all_outputs]
==> ci_impl_report.md <==
## PnR job results

| Metric | Value |
|---|---|
| Peak Freq | `between 0.5 and 0.6 GHz` |
| Slowest CP cell | `clkdlybuf4s50_1` |
| Antenna viol nets, final | `0` |
| Antenna violations before repair | `0` |
| DRT Pass-1 Iters | `4` |
| CTS resizes | `0` |
| Leakage | `0.922 nW` |
| Clk_skew | `approximately 0.0053 ns` |
| Final setup viols | `0` |
| HP Class | `reg2reg` |
| Top Layout Cells | `39 x dfrtp_1, 20 x nor2_1, 14 x a21oi_1, 12 x inv_1` |
| GRT met2 Usage | `~17%` |
| DIE WIDTH | `82.5 µm` |
| Synth cell types | `37` |
| Cell count listed in synth_stat.txt | `about 180` |
| Delay-heaviest family, CP | `buffers and inverters` |
| Largest net degree at the start of global routing | `40` |
| Reg2reg start | `tx_send_counter[0]` |
| RSZ-0062 raised after global routing | `no` |
| Fp util | `a little under a third` |
| Count of unclocked register or latch pins | `13` |
| P per Cell Area | `329 nW/µm²` |
| Busiest grt layer | `met2` |
| Clock Latency Late Sink | `between 0.2 and 0.3 ns` |
| Maxcap violations | `0` |
| Vias in the first global route | `1227` |
| # rows | `28` |
| Cts bufs inserted | `3` |
| Setup Crit Path Kind | `reg2out` |
| Capture point of the critical path | `data_o` |
| Slowest cell delay on critical path | `between 0.4 and 0.5 ns` |
| WP data arrival | `approximately 1.1 ns` |
| Flops & latches, synth | `39` |
| Yosys Chip Area | `between 1500 and 2000 µm²` |
| Reg2reg setup slack | `around 2.4 ns` |
| Vias per std cell | `~4.7` |
| Root Buffer | `clkbuf_8` |
| Period minus WS final | `1.83 ns` |
| Filler Cell Count | `610` |
| CP Cell Sequence | `clkdlybuf4s50_1` |
| Core area | `around 6100 µm²` |
| Met1 global-route usage | `~17%` |
| Via count | `between 1000 and 1500` |
| Worst R2R End | `tx_send_counter[1]` |
| CTS tree | `built` |
| Post-Syn Area | `between 1500 and 2000 µm²` |
| Critical path launch point type | `register` |
| Worst-Margin Slew | `around 0.66 ns` |
| Final Worst Setup Slack | `approximately 2.1 ns` |
| GRT Total Usage | `10.5%` |
| Die Ht | `slightly above 80 µm` |
| Crit. End Element | `output port` |
| GRT Residual Overflow | `0` |
| Data required, critical path | `about 3.1 ns` |
| Most frequent logic cell in the layout | `dfrtp_1` |
| Post-DP HPWL | `about 2200 µm` |
| I/O Buffers | `11` |
| Ratio of cells with drive above 1 in the final layout | `slightly above 6%` |
| Yosys Warn Count | `0` |
| Total length of routed wires | `around 3000 µm` |
| Maximum vdd drop | `~0.22 mV` |
| DRC Markers | `0` |
| Worst path depth | `1` |
| Drt first-iter violations | `31` |
| H-tree levels | `1` |
| Fin. max-slew vios | `0` |
| Maximum clock path buffer count | `2` |
| Antenna diodes | `0` |
| Critical path peak fanout | `1` |
| Hold buffer count at cts | `0` |
| Register share after synthesis | `about half` |
| Setup TNS | `0 ns` |
| Log Warnings | `30` |
| Worst slew margin | `approximately 56%` |
| Die area | `6810 µm²` |
| Clk pin slew, worst setup/hold paths | `0.09 ns` |
| First-pass GRT wire length | `approximately 5500 µm` |
| Final Cycle Share | `~47%` |
| Crit path launch | `data_o` |
| Outcome | `completed` |
| I/O pin cnt | `12` |
| Synth-to-layout area growth | `12.5%` |
| Gate Count Post-Synth | `around 180` |
| Setup Fix Bufs, Post-CTS | `0` |
| Number of unconstrained endpoints | `14` |
| Placement Setup Slack | `~2.4 ns` |
| Mapped Avg Cell Area | `10.6 µm²` |
| Met3 Usage GRT | `1.78%` |
| Buffers & Inverters on Critical Path | `1` |
| Hold Fails Final Rpt | `0` |
| Routed len/inst | `~11 µm` |
| Gpl congestion | `0.885` |
| Worst Reg-to-Reg Cells | `4` |
==> Yosys cell counts <==
| cell type | count | share of area, % |
|---|---|---|
| and2_0 | 1 | 0.32 |
| nand3_1 | 8 | 2.1 |
| a211o_1 | 1 | 0.45 |
| o21ai_0 | 1 | 0.26 |
| xnor2_1 | 7 | 3.2 |
| nor2_1 | 20 | 3.9 |
| or4_4 | 2 | 1.2 |
| mux2i_1 | 9 | 4.6 |
| inv_1 | 12 | 2.3 |
| nor4bb_1 | 1 | 0.51 |
| clkbuf_1 | 2 | 0.39 |
| buf_6 | 1 | 0.58 |
| and4_1 | 2 | 0.90 |
| buf_2 | 3 | 0.77 |
| a41oi_1 | 1 | 0.45 |
| nor3_1 | 4 | 1.0 |
| nand2_1 | 9 | 1.7 |
| nand4_4 | 1 | 1.1 |
| a21oi_2 | 2 | 0.90 |
| a21boi_1 | 1 | 0.39 |
| xor2_1 | 7 | 3.2 |
| nand4_1 | 5 | 1.6 |
| a21oi_1 | 14 | 3.6 |
| a21o_1 | 1 | 0.39 |
| a211oi_1 | 1 | 0.39 |
| o211ai_1 | 2 | 0.77 |
| or4_1 | 1 | 0.39 |
| o21ai_1 | 4 | 1.0 |
| nand3b_1 | 4 | 1.5 |
| and4bb_1 | 1 | 0.64 |
| o221ai_1 | 1 | 0.45 |
| or3_1 | 1 | 0.32 |
| or4b_4 | 1 | 0.71 |
| nor4_1 | 1 | 0.32 |
| dfrtp_1 | 39 | 50 |
| o31ai_1 | 3 | 1.2 |
| ha_1 | 10 | 6.4 |
==> final cells by class <==
cell class	instances	area, µm²	area share, %
clock inverters	1	30.0	1.37
multi-input cells	127	891	40.7
repair buffers	12	113	5.14
flip-flops and latches	39	976	44.6
well taps	75	93.8	4.29
clock buffers	3	41.3	1.89
inverters	12	45.0	2.06
==> metrics by stage <==
stage,hold slack (ns),std cells,cell area (µm²),util (%),power [mW]
3_5_place_dp,0.371,265,2120,34.7,0.506
6_report,0.386,269,2190,35.9,0.720
5_1_grt,0.404,269,2190,35.9,0.769
3_3_place_gp,0.385,265,2120,34.7,0.503
4_1_cts,0.392,269,2190,35.9,0.735
2_1_floorplan,0.354,184,1950,-,0.460
==> power breakdown <==
| group | switching, mW | internal (mW) |
|---|---|---|
| clock network | 0.0825 | 0.137 |
| logic | 0.0679 | 0.0641 |
| registers | 0.0574 | 0.311 |
| total | 0.208 | 0.512 |
==> worst register-to-register path, stage by stage, from the launching register on <==
cell and delay [ns]:
dfrtp_1 0.44, ha_1 0.21, and4bb_1 0.20, and4_1 0.32, a211oi_1 0.25
==> state kept, by name, indices dropped and copies added (netlist names) <==
register and flops:
baud_clk 1, baud_counter 10, data_counter 3, data_o 1, data_shift_buf 8, state 2
tx_send_buf 2, tx_send_counter 11, tx_send_stretch 1
==> how the worst min path moves through the flow <==
stage	start	end	cells past startpoint
CTS	tx_send_buf[0]	tx_send_buf[1]	0
global route	tx_send_buf[0]	tx_send_buf[1]	0
finish	tx_send_buf[0]	tx_send_buf[1]	0
==> cells by family (layout without fill, tap and decap cells) <==
| kind of cell | count (synthesis) | after routing | synth area share, % |
|---|---|---|---|
| muxes | 9 | 9 | 4.63 |
| DFF | 39 | 39 | 50.2 |
| adders and majority gates | 10 | 10 | 6.43 |
| and+or+nand+nor | 62 | 62 | 18.2 |
| xor gates and xnor gates | 14 | 14 | 6.30 |
| AOI/OAI and AO/OA | 32 | 32 | 10.2 |
| buffers and inverters | 18 | 28 | 4.05 |
==> metal layers <==
metal,vias up,part of all wire (%)
met5,-,0
met4,0,0.26
met3,2,2.9
met2,15,43
met1,588,54
li1,666,-
No activity file was given, so power comes from the tool's default toggle rates.
